===== flow/constraint.sdc =====
current_design axi_fifo

set clk_period 2.7
set clk_io_pct 0.2

create_clock -name clk0 -period $clk_period [get_ports {i_clk}]

set non_clock_inputs [all_inputs -no_clocks]
set_input_delay [expr $clk_period * $clk_io_pct] -clock clk0 $non_clock_inputs
set_output_delay [expr $clk_period * $clk_io_pct] -clock clk0 [all_outputs]

===== flow/design.v =====
module axi_fifo #(
    parameter   DW = 8,  
    parameter   DP = 4   
)(
    i_clk, i_resetn,
    i_data, i_push, i_pop,
    o_data, o_valid, o_full, o_empty
);
input  logic          i_clk;
input  logic          i_resetn;
input  logic [DW-1:0] i_data;
input  logic          i_push;
input  logic          i_pop;
output logic [DW-1:0] o_data;
output logic          o_valid;
output logic          o_full;
output logic          o_empty;
localparam AW = $clog2(DW);
reg [DW-1:0] mem [DP];
reg [AW-1:0] wptr;
reg [AW-1:0] rptr;
reg [AW-1:0] cnt;
wire         wr_en;
wire         rd_en;
assign wr_en = i_push && ~o_full;
assign rd_en = i_pop && ~o_empty;
assign o_full = cnt==DP-1;
assign o_empty = cnt==0;
always @ (posedge i_clk or negedge i_resetn) begin
    if(~i_resetn)
        wptr <= #1 '0;
    else if(wr_en)
        wptr <= #1 wptr + 1;
end
always @ (posedge i_clk or negedge i_resetn) begin
    if(~i_resetn)
        rptr <= #1 '0;
    else if(rd_en)
        rptr <= #1 rptr + 1;
end
always @ (posedge i_clk or negedge i_resetn) begin
    if(~i_resetn)
        cnt <= #1 '0;
    else if(wr_en & ~rd_en)
        cnt <= #1 cnt + 1;
    else if(rd_en & ~wr_en)
        cnt <= #1 cnt - 1;
end
always @ (posedge i_clk or negedge i_resetn) begin
    integer i;
    if(~i_resetn) begin
        for(i=0;i<DP;i=i+1) begin
            mem[i] <= #1 '0;
        end
    end else if(wr_en) begin
        mem[wptr] <= #1 i_data;
    end
end
assign o_data = mem[rptr];
assign o_valid = rd_en;
endmodule

===== flow/run.sh =====
#!/bin/bash
# OpenROAD 26Q1-2900-gdf79404cd8, Yosys 0.63+post, stock flow scripts
make -C /OpenROAD-flow-scripts/flow DESIGN_CONFIG=/design/flow/config.mk WORK_HOME=/design/flow/orfs finish

===== flow/config.mk =====
export PLATFORM = sky130hd
export DESIGN_NAME = axi_fifo
export DESIGN_NICKNAME = axi_fifo
export VERILOG_FILES = /design/flow/design.v
export SDC_FILE = /design/flow/constraint.sdc
export NUM_CORES = 4
export LEC_CHECK = 1
export CORE_UTILIZATION = 30

==> run summary <==
Outcome: finished clean
Clock network power share: 14.2%
Post-CTS setup buffer count: 0
Ys cells: 148
Routability Congestion: 0.744
Sw power: 879 uW
Clk sink count: 39
RSZ-0062 raised after global routing: no
Top cells by area: dfrtp_1 52%, mux2_2 16%, ha_1 6.0%
Mapped Cells: 148
Simple Share, Synth: 6.00%
Top cells by count: 39 x dfrtp_1, 26 x mux2_2, 14 x inv_1
Peak VDD IR: 0.000654 V
Crit path DAT: 1950 ps
CTS H-tree lvls: 2
Fmax: 0.401 GHz
Area overhead of the layout relative to synthesis: 21.5%
Flip-flop and latch area: 976 um2
Req. time, crit path: 2160 ps
Crit end category: primary output
Max FO, Critical Path: 8
Detailed Route WL: 3.64 mm
CP Class: flop to primary output
Tally of filler cells in the layout: 571
Die height: 81.1 um
Number of core rows: 28
Period utilisation layout: 92.3%
CTS Buffer Depth: 2
Max transition margin: 59.9%
Leakage power: 0.987 nW
XOR/XNOR Fraction of Synth Area: 2.33%
Aoi share: 6.93%
# IOs: 23
Register bit total from synthesis: 39
Cell area after synthesis: 0.00188 mm2
Worst flop-to-flop path startpoint: cnt[0]$_DFFE_PN0P_
TritonCTS clock tree: built
Late-Pin Clk Latency: 280 ps
Syn Area/Cell: 12.7 um2
Final hold violations: 0
Top logic family: multiplexers
CTS buffer count: 5
Post-CTS Hold Fix Bufs: 0
DR WL/cell: 14.6 um
Combinational share of power: 47.4%
Worst-Margin Slew: 601 ps
Area leader, netlist: dfrtp_1
Seq pwr share: 38.3%
Detailed Routing Iterations Pass 1: 4
Tot Pwr: 2.74 mW
IO Port Bufs: 22
First DRT Iteration DRCs: 48
Clk pin slew, worst setup/hold paths: 70 ps
Min-delay worst type: primary input to asynchronous set/reset pin
Fin worst setup slack: 208 ps
Root Buffer: clkbuf_8
Global-route wire length before repair: 6.09 mm
Pwr dens: 1200 mW/mm2
Min cycle time layout: 2490 ps
Dpl hpwl: 2.51 mm
Vias/cell: 4.81
Total number of vias: 1203
Synth cell types: 22
Switching share of power: 32.0%
Layout cells sized above 1: 26.9%
Post-cts resize count: 0
Yosys top cell by instances: dfrtp_1
Setup TNS: 0 ps
Number of logged tool warnings: 31
Initial antenna violation count: 0
Post-synth EDFFs: 0
CP startpoint kind: flop
DRC: 0
Init Core Util: 31.3%
Chip Area, Yosys: 0.00188 mm2
Grt ovf: 0
Die X: 81.1 um
Routed Antenna Nets: 0
Antenna cells: 0
Sequential share of the synthesized area: 52.0%
Final core utilization: 38.1%
Clk_skew: 5.45 ps
Pin count of the biggest net entering global routing: 28
Global Route Usage Sum: 12.8%
Comb area: 815 um2
Synth async-reset ratio: 100%
Max-cap viol count: 0
YS warnings: 2
Pre-CTS setup slack: 314 ps
Final Slew Violations: 0
Main synth FF type: dfrtp_1
Area leader share: 52.0%
Hold Slack: 260 ps
Adder Area Share: 7.07%
Die area: 0.00658 mm2
CP Launch Point: rptr[0]$_DFFE_PN0P_
Number of global-route vias before repair: 1219
Core ar.: 0.00599 mm2
Cell internal pwr: 1.86 mW
Mux share: 20.7%
Final setup fails: 0
## cells by family after synthesis
logic type | Yosys count
adders and majority gates | 10
DFF | 39
muxes | 35
buffers and inverters | 22
AOI/OAI and AO/OA | 16
and+or+nand+nor | 21
xor gates and xnor gates | 5
## worst max-delay path: stages (launching register included)
cell and delay, ps:
dfrtp_1 420, inv_1 80, ha_2 260, a222oi_1 370, mux2i_1 120, clkdlybuf4s50_1 410
## final timing paths
kind / end / slack [ps] / depth (start not counted)
worst max-delay path: o_data[5] / 210 / 5
worst min-delay path: mem[2][6]$_DFFE_PN0P_ / 260 / 1
worst max register to register: cnt[2]$_DFFE_PN0P_ / 520 / 9
worst min register to register: cnt[2]$_DFFE_PN0P_ / 490 / 1
max in group asynchronous: mem[0][3]$_DFFE_PN0P_ / 1830 / 2
min in group clk0: cnt[2]$_DFFE_PN0P_ / 490 / 1
## state kept, by name, summed over array words and instances, names as in the netlist
signal / flops
wptr: 2
mem: 32
rptr: 2
cnt: 3
## final cells by class
class / instances / share of cell area (%)
flip-flops and latches: 39 / 42.8
repair buffers: 27 / 11.1
multi-input cells: 87 / 35.7
well taps: 75 / 4.11
clock buffers: 6 / 3.62
clock inverters: 1 / 0.219
inverters: 15 / 2.47
## power groups by stage
stage	Clock (mW)	Combinational (mW)	Sequential, mW
final	0.391	1.30	1.05
after CTS	0.405	1.32	1.05
after global routing	0.433	1.46	1.09
## cells in the final DEF (no fill, tap or decap), drive strengths merged
cell	n
dfrtp	39
ha	9
o22ai	8
xnor2	3
nor2	5
fa	1
clkinv	1
buf	6
xor2	2
nand2b	2
clkbuf	6
mux2	27
mux2i	8
inv	15
nor3	1
and3b	1
clkdlybuf4s50	21
nand2	12
a222oi	8
## per-stage QoR
stage,cell area (um2),cells
2_1_floorplan,1880,148
3_3_place_gp,2190,243
3_5_place_dp,2190,243
4_1_cts,2270,250
5_1_grt,2280,250
6_report,2280,250
## per-layer routing
layer  up-vias  part of all wire (%)  track usage, %
met1       596                    47            19.3
met4         0                   1.8            1.96
li1        569                     -               -
met3         8                   6.6            3.99
met5         -                     0               0
met2        30                    45            18.9
Power and IR drop assume default switching activity.
